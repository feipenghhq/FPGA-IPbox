### design/flow/run.sh
#!/bin/bash
# OpenROAD 26Q1-2900-gdf79404cd8, Yosys 0.63+post, stock flow scripts
make -C /OpenROAD-flow-scripts/flow DESIGN_CONFIG=/design/flow/config.mk WORK_HOME=/design/flow/orfs finish
### design/flow/constraint.sdc
current_design uart_rx

set clk_period 3.9
set clk_io_pct 0.2

create_clock -name clk0 -period $clk_period [get_ports {clk}]

set non_clock_inputs [all_inputs -no_clocks]
set_input_delay [expr $clk_period * $clk_io_pct] -clock clk0 $non_clock_inputs
set_output_delay [expr $clk_period * $clk_io_pct] -clock clk0 [all_outputs]
### design/flow/config.mk
export PLATFORM = sky130hd
export DESIGN_NAME = uart_rx
export DESIGN_NICKNAME = uart_rx
export VERILOG_FILES = /design/flow/design.v
export SDC_FILE = /design/flow/constraint.sdc
export NUM_CORES = 4
export LEC_CHECK = 1
export CORE_UTILIZATION = 50
### design/flow/design.v
module dsync #(
parameter STAGE = 2
) (
output  Q,
input   D,
input   clk,
input   rst
);
reg [STAGE-1:0] sync;
integer i;
always @(posedge clk) begin
    if (rst) sync <= 'b0;
    else begin
        sync[0] <= D;
        for(i = 1; i < STAGE; i = i + 10)
            sync[i] <= sync[i-1];
    end
end
assign Q = sync[STAGE-1];
endmodule
module uart_rx #(
parameter BUADRATE = 115200,       
parameter CLKFRQ   = 100           
) (
input        clk,
input        rst,
input [1:0]  cfg_parity,          
input [1:0]  cfg_stop_bits,       
input        uart_rx,
output [7:0] rxdout,
output reg   rxvalid,
output reg   parity_err
);
localparam SAMPLE_RATE = 16;
localparam SAMPLE_COUNT = CLKFRQ * 1000000 / (BUADRATE * SAMPLE_RATE);
reg             sample;
reg [15:0]      buad_count;
typedef enum logic [4:0] {
    IDLE   = 5'b00001,
    START  = 5'b00010,
    DATA   = 5'b00100,
    PARITY = 5'b01000,
    STOP   = 5'b10000
} rx_state_t;
rx_state_t rx_state;
reg [7:0]       data;
reg [4:0]       data_cnt;
reg [5:0]       sample_cnt;
reg             parity;
reg [5:0]       stop_cnt_static;
logic           sampled_all;          
logic           rx_sync;
logic           rst_buad;
always_ff @(posedge clk) begin
    if (rst_buad) begin          
        sample <= 1'b0;
        buad_count  <= 'b0;
    end
    else begin
        if (buad_count == SAMPLE_COUNT) begin
            sample <= 1'b1;
            buad_count  <= 'b0;
        end
        else begin
            sample <= 1'b0;
            buad_count  <= buad_count + 1;
        end
    end
end
dsync uart_rx_dsync (.Q(rx_sync), .D(uart_rx), .clk(clk), .rst(rst));
assign sampled_all = (sample_cnt == SAMPLE_RATE);
assign rst_buad = (rx_state == IDLE);
assign rxdout = data;
always_ff @(posedge clk) begin
    if(rst) begin
        rx_state    <= IDLE;
    end
    else begin
        case(rx_state)
        IDLE: begin
            if (!rx_sync)
                rx_state <= START;
        end
        START: begin
            if (rx_sync)
                rx_state <= IDLE;
            else if (sample_cnt == SAMPLE_RATE / 2)
                rx_state <= DATA;
        end
        DATA: begin
            if (data_cnt == 8)
                rx_state <= (cfg_parity[0]) ? PARITY : STOP;
        end
        PARITY: begin
            if (sampled_all)
                rx_state <= STOP;
        end
        STOP: begin
            if (sample_cnt == stop_cnt_static)
                rx_state <= IDLE;
        end
        endcase
    end
end
always_ff @(posedge clk) begin
    if(rst) begin
        data_cnt    <= 'b0;
        data        <= 'b0;
        rxvalid     <= 'b0;
        sample_cnt  <= 'b0;
        parity      <= 'b0;
        parity_err  <= 'b0;
        stop_cnt_static <= 'b0;
    end
    else begin
        stop_cnt_static <= (cfg_stop_bits == 2'b00) ? 16 : (cfg_stop_bits == 2'b01) ? 24 : 32;
        case(rx_state)
        IDLE: begin
            sample_cnt  <= 'b0;
            data_cnt    <= 'b0;
            parity      <= 'b0;
        end
        START: begin
            sample_cnt  <= (sample_cnt == SAMPLE_RATE / 2) ? 'b0 : (sample ? sample_cnt + 1 : sample_cnt);
        end
        DATA: begin
            sample_cnt  <= sampled_all ? 'b0 : (sample ? sample_cnt + 1 : sample_cnt);
            data_cnt    <= sampled_all ? data_cnt + 1 : data_cnt;
            data        <= sampled_all ? {rx_sync, data[7:1]} : data;
            parity      <= sampled_all ? parity ^ rx_sync : parity;
            rxvalid     <= (data_cnt == 8) ? (~cfg_parity[0]) : 'b0;         
        end
        PARITY: begin
            sample_cnt  <= sampled_all ? 'b0 : (sample ? sample_cnt + 1 : sample_cnt);
            parity_err  <= sampled_all ? parity ^ rx_sync ^ cfg_parity[1] : 1'b0;
            rxvalid     <= sampled_all ? 1'b1 : 1'b0;
        end
        STOP: begin
            rxvalid     <= 1'b0;
            sample_cnt  <= sample ? sample_cnt + 1 : sample_cnt;
        end
        endcase
    end
end
endmodule
==> GITHUB_STEP_SUMMARY <==
### Metrics collected by this job

| Metric | Value |
|---|---|
| Max Slew Vio Count | 0 |
| Count of different cell masters after synthesis | 44 |
| Crit path time final | 2019 ps |
| Clock edge transition at the registers on the reported setup and hold paths | 90 ps |
| Hold Fails Final Rpt | 0 |
| Reg2reg end | parity |
| Final core occ | 0.6014 |
| Number of standard cells in the final layout excluding fillers | 317 |
| Post-layout instance area | 2492 µm² |
| Cell row count | 23 |
| Clock buffers created by TritonCTS | 5 |
| Power density of the placed cells | 336.9 nW/µm² |
| Via Count | 1,670 |
| Worst Reg2Reg Path Length in Cells | 6 |
| Most frequent logic cell in the layout | sky130_fd_sc_hd__dfxtp_1 |
| Critical Path Fanout Max | 11 |
| Pin count of the biggest net entering global routing | 24 |
| Per-instance average area after synthesis | 8.823 µm² |
| Cells resized by post-CTS repair | 0 |
| Top Layout Cells | 49 x sky130_fd_sc_hd__dfxtp_1, 37 x sky130_fd_sc_hd__nor2_1, 16 x sky130_fd_sc_hd__clkdlybuf4s50_1 |
| Number of buffers and inverters on the critical path | 1 |
| Placed inst area | about 2400 µm² |
| Largest delay share family, worst path | simple AND/OR/NAND/NOR gates |
| Detailed router's first-iteration violation count | roughly 110 |
| Synth async-reset ratio | 0 |
| Reg2reg start | sample_cnt[0] |
| Post-layout period usage of the worst path | 0.5177 |
| Number of OpenROAD warnings | 29 |
| Area of combinational cells with multiple inputs | 1139 µm² |
| Total negative setup slack | 0 ps |
| Yosys stat cell total | 253 |
| Clock tree buffer depth | 2 |
| Setup-failing EPs final | 0 |
| Relative slew slack | 0.6093 |
| First-pass GRT wire length | between 6000 and 7000 µm |
| RSZ-0062 raised after global routing | no |
| Global route total overflow | 0 |
| Post-route DRC | 0 |
| Number of antenna violations at the first check in global routing | 0 |
| Ys flops | slightly below 50 |
| Number of max-capacitance violations reported | 0 |
| Leakage power | 0.0008865 µW |
| Vertical die dimension | just under 70 µm |
| Cell count along the critical path | 6 |
| Worst Path Required | 4120 ps |
| Critical path start-end classification | reg2reg |
| Count of synthesis-stage warnings from yosys | 2 |
| Level count of the clock H-tree | 2 |
| Number of global-route vias before repair | 1,496 |
| Layout overhead on the synthesized area | 11.66% |
| Most instantiated flip-flop cell in the synthesis netlist | sky130_fd_sc_hd__dfxtp_1 |
| Summed standard-cell area reported by yosys | 2232 µm² |
| Worst min-delay path class | reg2reg |
| Clock latency at the later pin of the worst-skew pair | 300 ps |
| Arrival time at the worst endpoint | 2240 ps |
| Slew at the pin with the worst max-slew slack | 586.0 ps |
| Post-synthesis cell count | 253 |
| Highest-delay cell along the critical path | sky130_fd_sc_hd__and3_1 |
| Timing-limited maximum frequency | 0.4953 GHz |
| Clock Root Buffer | sky130_fd_sc_hd__clkbuf_8 |
| Total instance count after detailed placement | 309 |
| # hold bufs at CTS | 0 |
| Setup Skew | between 4 and 5 ps |
| Outcome | completed |
| Antenna Cells | 0 |
| Clock sink count | 49 |
| Number of buffers inserted by post-CTS setup repair | 0 |
| Chip Area | roughly 4700 µm² |
| Register-to-register path setup slack | 1880 ps |
| Peak VDD IR | 0.2348 mV |
| Layout cells sized above 1 | 0.05618 |
| Filler cell count in the final layout | 376 |
| DRT Wirelength | around 3800 µm |
| CP peak stage delay | 600 ps |
| Cell-by-cell trace of the critical path | inv_1 > ha_1 > nor3b_4 > and3_1 > a21oi_1 > a211oi_1 |
| X dimension of the die | 68.82 µm |
| Area of the core region | 4144 µm² |
| Top-level port count | 17 |
| Average vias per placed instance | 5.268 |
| Kind of launch point of the worst setup path | flop |
| Sequential cell area fraction in the yosys report | 0.4395 |
| Flip-flops with a built-in enable | 0 |
| Gpl congestion | 0.8206 |
| Floorplan-stage core utilization | 0.5386 |
| Dpl hpwl | 2707 µm |
| End point of the critical path | parity |
| Area used by sequential logic in the layout | 980.9 µm² |
| CTS tree | built |
| Startpoint of the worst setup timing path | sample_cnt[0] |
| Kind of capture point of the worst setup path | flop |
| Average wire length per cell after detail routing | 12.14 µm |
| Port bufs | 16 |
| Post-synth design cell area | roughly 2200 µm² |
| Iteration tally of the first detailed-router pass | 4 |
| Count of nets left with antenna violations after detail routing | 0 |
| GRT Resource Usage Total | 0.1846 |
==> per-layer routing <==
| layer | GRT usage | wire length [µm] | vias up |
|---|---|---|---|
| met5 | 0 | 0 | - |
| met4 | 0.02806 | 65 | 0 |
| met3 | 0.03000 | 97 | 9 |
| met2 | 0.2880 | 1636 | 15 |
| met1 | 0.2837 | 2047 | 756 |
| li1 | - | - | 890 |
==> cell type report <==
type	count	share of cell area
Multi-Input combinational cell	178	0.4568
Sequential cell	49	0.3936
Timing Repair Buffer	17	0.06727
Clock buffer	5	0.02761
Tap cell	50	0.02510
Inverter	15	0.02259
Clock inverter	3	0.007028
==> Yosys cell counts (5+ instances only) <==
cell | number | area share
sky130_fd_sc_hd__ha_1 | 6 | 0.034
sky130_fd_sc_hd__nor3_1 | 12 | 0.027
sky130_fd_sc_hd__xor2_1 | 9 | 0.035
sky130_fd_sc_hd__clkbuf_1 | 5 | 0.0084
sky130_fd_sc_hd__dfxtp_1 | 49 | 0.44
sky130_fd_sc_hd__mux2i_1 | 9 | 0.040
sky130_fd_sc_hd__inv_1 | 15 | 0.025
sky130_fd_sc_hd__nor2_1 | 37 | 0.062
sky130_fd_sc_hd__nand3_1 | 7 | 0.016
sky130_fd_sc_hd__xnor2_1 | 13 | 0.051
sky130_fd_sc_hd__a21oi_1 | 11 | 0.025
sky130_fd_sc_hd__nand4_1 | 9 | 0.025
sky130_fd_sc_hd__nand2_1 | 14 | 0.024
==> state kept, by name (all words and copies together), names as in the netlist, 2 cells and up <==
signal	count
rx_state	5
data_cnt	5
data	8
sample_cnt	6
uart_rx_dsync.sync	2
stop_cnt_static	3
buad_count	16
==> cell families after synthesis <==
| kind of cell | Yosys count | share of synthesized area |
|---|---|---|
| xor+xnor | 22 | 0.08633 |
| buf+inv | 26 | 0.05044 |
| fa+ha+maj | 6 | 0.03363 |
| simple gates | 111 | 0.2618 |
| mux | 9 | 0.04036 |
| flops | 49 | 0.4395 |
| compound gates | 30 | 0.08801 |
==> power by group <==
group / leakage [µW] / switching [µW] / internal [µW] / total, µW
clock network: 0.0000439 / 165 / 124 / 289
logic: 0.000446 / 20.6 / 16.6 / 37.2
registers: 0.000397 / 6.88 / 507 / 514
total: 0.000887 / 193 / 647 / 840
==> worst reg2reg max path, cell delays in order, from the launching register on <==
cell,delay [ps]
sky130_fd_sc_hd__dfxtp_1,330
sky130_fd_sc_hd__inv_1,90
sky130_fd_sc_hd__ha_1,180
sky130_fd_sc_hd__nor3b_4,410
sky130_fd_sc_hd__and3_1,600
sky130_fd_sc_hd__a21oi_1,140
sky130_fd_sc_hd__a211oi_1,200
==> per-stage QoR <==
step	total power (µW)	hold slack [ps]	setup slack, ps
after floorplan	549.6	413.8	2324
after global placement	562.8	420.4	1813
after detailed placement	562.6	426.6	1807
after CTS	854.8	459.3	1871
after global routing	880.4	468.1	1725
final	839.7	457.5	1881
==> worst min path at each step <==
stage                                 start               endpoint  slack, ps  cells past startpoint
after CTS             uart_rx_dsync.sync[0]  uart_rx_dsync.sync[1]        460                      1
after global routing  uart_rx_dsync.sync[0]  uart_rx_dsync.sync[1]        470                      1
final                 uart_rx_dsync.sync[0]  uart_rx_dsync.sync[1]        460                      1
Power figures rest on the tool's default switching activity, not on a simulated workload.
